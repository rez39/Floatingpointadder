==> flow/design.v <==
module fpadd(a,b,clk,out);
input[31:0]a,b;
input clk;
output [31:0]out;
wire [7:0]e1,e2,ex,ey,exy,ex1;
wire s1,s2,s,s3,sr,sn,sx1,sx2,sy1,sn3,sn4,sr1;
wire [23:0]m1,m2,mx,my,mxy;
wire [24:0]mxy1;
assign s1=a[31];
assign s2=b[31];
assign e1=a[30:23];
assign e2=b[30:23];
assign m1[23]=1'b1;
assign m2[23]=1'b1;
assign m1[22:0]=a[22:0];
assign m2[22:0]=b[22:0];
cmpshift as(e1[7:0],e2[7:0],s1,s2,m1[23:0],m2[23:0],clk,ex,ey,mx,my,s,sx1,sy1);
fadd as1(mx,my,sx1,sx2,s,ex,clk,mxy1,ex1,sn3,sn4,sr1);
normalized as2(mxy1,sr1,sn3,sn4,s3,clk,ex1,exy,mxy);
assign out={1'b0,exy,mxy[22:0]};
endmodule
module normalized(mxy1,s,s1,s2,s3,clk,ex,exy,mxy);
input[24:0]mxy1;
input s,s1,s2,s3,clk;
input[7:0]ex;
output reg[7:0]exy;
output reg[23:0]mxy;
always@(posedge clk)
begin
mxy=mxy1[24:1];
exy=ex;
repeat(24)
begin
if(mxy[23]==1'b0)
begin
mxy=mxy<<1'b1;
exy=exy-8'b1;
end
end
end
endmodule
module fadd(a,b,s1,s2,sn,ex1,clk,out,ex2,sn3,sn4,sr1);  
input [23:0]a,b;
input[7:0]ex1;
input s1,s2,clk,sn;
output reg [7:0]ex2;
output reg[24:0]out;
output reg sn3,sn4,sr1;
always@(posedge clk)
begin
ex2=ex1;
sr1=sn;
sn3=s1;
sn4=s2;
out=a+b;
end
endmodule
module cmpshift(e1,e2,s1,s2,m1,m2,clk,ex,ey,mx,my,s,sx1,sy1);  
input [7:0]e1,e2;
input [23:0]m1,m2;
input clk,s1,s2;
output reg[7:0]ex,ey;
output reg[23:0]mx,my;
output reg s,sx1,sy1;
reg [7:0]diff;
always@(posedge clk)
begin
sx1=s1;
sy1=s2;
if(e1==e2)
begin
ex=e1+8'b1;
ey=e2+8'b1;
mx=m1;
my=m2;
s=1'b1;
end
else if(e1>e2)
begin
diff=e1-e2;
ex=e1+8'b1;
ey=e1+8'b1;
mx=m1;
my=m2>>diff;
s=1'b1;
end
else
begin
diff=e2-e1;
ex=e2+8'b1;
ey=e2+8'b1;
mx=m2;
my=m1>>diff;
s=1'b0;
end
end
endmodule
==> flow/run.sh <==
#!/bin/bash
# OpenROAD 26Q1-2900-gdf79404cd8, Yosys 0.63+post, stock flow scripts
make -C /OpenROAD-flow-scripts/flow DESIGN_CONFIG=/design/flow/config.mk WORK_HOME=/design/flow/orfs finish
==> flow/config.mk <==
export PLATFORM = sky130hd
export DESIGN_NAME = fpadd
export DESIGN_NICKNAME = fpadd
export VERILOG_FILES = /design/flow/design.v
export SDC_FILE = /design/flow/constraint.sdc
export NUM_CORES = 4
export LEC_CHECK = 1
export CORE_UTILIZATION = 50
==> flow/constraint.sdc <==
current_design fpadd

set clk_period 16.6
set clk_io_pct 0.2

create_clock -name clk0 -period $clk_period [get_ports {clk}]

set non_clock_inputs [all_inputs -no_clocks]
set_input_delay [expr $clk_period * $clk_io_pct] -clock clk0 $non_clock_inputs
set_output_delay [expr $clk_period * $clk_io_pct] -clock clk0 [all_outputs]
==> results.txt <==
Flow results are below.

- For the pin with the worst max-slew slack, the measured transition is between 0.7 and 0.8 ns.
- The horizontal die dimension is roughly 170 um, for reference.
- The cts-stage hold buffer count is 0, for reference.
- The initial detailed-routing violation count is 667, for reference.
- The yosys-reported design area after synthesis is around 14000 um^2, for reference.
- The worst clock skew is approximately 0.014 ns, for reference.
- The final layout contains routed wiring with a total length of approximately 37000 um.
- The launch point of the worst reg-to-reg path is as1.ex2[0]$_DFF_P_, for reference.
- The number of cells traversed by the worst register-to-register path is 53, for reference.
- From bottom edge to top edge, the die measures 170 um.
- The multi-input combinational cells in the finished layout cover a total of 11100 um^2.
- In the layout the commonest cells are sky130_fd_sc_hd__nand2_1, sky130_fd_sc_hd__nor2_1, sky130_fd_sc_hd__dfxtp_1.
- The cell count in the Yosys report is roughly 1800, for reference.
- The worst min-delay path endpoint is as1.ex2[6]$_DFF_P_, for reference.
- The post-CTS setup-driven buffer insertion count is 0, for reference.
- The start point of the critical path is as1.ex2[0]$_DFF_P_, for reference.
- TritonCTS built the clock tree.
- The number of detailed-routing iterations run before antenna repair is 5, for reference.
- The final hold violation count recorded for this run is 0.
- After global routing the overflow that remains totals 0.
- The internal portion of total power is a little over 1 mW, for reference.
- The number of input and output port buffers inserted is roughly 93, for reference.
- The static leakage power is 6.42 nW, for reference.
- The placement stage leaves a total instance area of approximately 15000 um^2.
- The flow ran to the end, and the final reports show no timing, DRC or antenna violations.
- CTS reports a maximum clock tree buffer depth of 2.
- Looking at the cell usage after synthesis, the top flip-flop cell is sky130_fd_sc_hd__dfxtp_1.
- The detailed router placed ~13000 vias in this run.
- Per the synthesis report, the number of distinct cell types is between 100 and 150.
- The total chip power is approximately 1.7 mW, for reference.
- Once detail routing completed, the nets flagged for antenna violations numbered 0.
- The final critical-path share of the clock period is 0.741, for reference.
- The critical path in this run is classified as flip-flop to flip-flop.
- The total of flip-flops plus latches after synthesis is 118, for reference.
- The clock net in this run drives a total of roughly 120 sinks.
- Detailed placement ended at an HPWL of between 20000 and 30000 um.
- After routing the design area is 15900 um^2.
- On the reported timing paths, the clock transition at the registers reads ~0.060 ns.
- The antenna diode count is 0, for reference.
- The largest fanout of any net on the critical path is 14, for reference.
- The number of antenna violations at the first check in global routing was 0.
- The data required time reported for the critical path is around 17 ns.
- The placeable core region is approximately 28000 um^2, for reference.
- Per the summary, power density relative to cell area is between 100 and 150 nW/um^2.
- The number of primary I/O pins is around 97, for reference.
- For this run, the register share of the synthesized area comes to 0.167.
- The class of the most critical hold timing path is flip-flop to flip-flop, for reference.
- The number of clock buffers inserted by TritonCTS is 17, for reference.
- Setup slack closes at ~4.3 ns.
- The via density per instance is 5.80, for reference.
- The relative slew slack is 0.473, for reference.
- As reported, the later end of the worst-skew pair has a clock insertion delay of ~0.41 ns.
- The endpoint of the lowest-slack register-to-register path is as2.exy[7]$_DFF_P_, for reference.
- Overall routing resource usage recorded by global route was 0.264.
- The timing-limited maximum frequency is roughly 80 MHz, for reference.
- Of the total power, registers draw 0.231.
- STA classifies the critical path endpoint as a flip-flop.
- The time the final worst path needs with I/O delays and setup is 12.30 ns, for reference.
- The worst slack at placement is around 4.3 ns, for reference.
- The last timing report of the flow puts the setup violation total at 0.
- The number of pins exceeding their max-slew limit in the final report is 0, for reference.
- The number of levels in the clock H-tree is 4, for reference.
- The synthesis report lists the Yosys warning total as 3.
- Yosys mapped a number of flops with a built-in enable equal to 0.
- Setup repair after global routing left no endpoint under its margin.
- The routability congestion estimate is slightly above 0.9, for reference.
- STA lists the startpoint of the worst hold path as as.ex[6]$_DFF_P_.
- The post-synthesis async set-or-reset flop share is 0, for reference.
- The proportion of power drawn by the clock network is 0.219, for reference.
- A synthesized cell averages 7.76 um^2.
- The share of layout cells above drive strength 1 is 0.117, for reference.
- The buffers plus inverters on the worst setup path is 2, for reference.
- Across the whole layout, storage elements account for between 2000 and 2500 um^2.
- CTS placed an instance of sky130_fd_sc_hd__clkbuf_16 at the clock tree root.
- The number of global-route vias before repair is around 12000.
- STA puts the critical path data arrival time at 12.64 ns.
- The total die area is just under 30000 um^2, for reference.
- STA classifies the critical path startpoint as a flip-flop.
- The net switching component of the power is 0.716 mW, for reference.
- The post-route worst hold slack is ~0.32 ns, for reference.
- Once the clock tree was built, the resizer swapped 0 gates to a different size.
- Synthesis handed over a netlist of 1818 instances.
- The highest-delay cell along the critical path is sky130_fd_sc_hd__dfxtp_1, for reference.
- The routed layout reports a DRC error count of 0.
- The timing report gives the worst reg2reg path a setup slack of 4.30 ns.
- The max-cap check violation count is 0, for reference.
- The routed design shows a wire length per standard cell of 16.4 um.
- The depth of the worst hold-timing path is 0, for reference.
- The pin count of the biggest net entering global routing is about 73, for reference.
- The final layout report lists a filler cell count of ~2600.
- The maximum single-stage delay on the critical path is 0.68 ns, for reference.
- The family with the most delay on the worst path is adder cells, for reference.
- The area growth from synthesis to layout is 12.7%.
- The post-synthesis instance area is 14100 um^2, for reference.
- The timing report shows the most common cell along the critical path to be sky130_fd_sc_hd__ha_1.
- The script computed the net switching share of total power as 0.414.
- The first global-routing pass estimated 61000 um of wire.
- Among logic cells in the layout, the one with the most instances is sky130_fd_sc_hd__nand2_1.
- The number of warnings reported in the stage logs is 34.
- The combinational fraction of design power is 0.551, for reference.
- The total negative slack is 0 ns, for reference.
- The largest voltage drop on the vdd net is slightly below 0.07 mV, for reference.
- The report lists the number of standard-cell rows as ~60.
- For this configuration, the core starts out at a cell density of 0.508.
## layer usage
layer  track usage  wire length [um]  share of wire
met5             0                 0              0
met4        0.0760              1190          0.032
met3        0.0166               999          0.027
met2         0.466             18000           0.49
met1         0.351             16900           0.46
## layout make-up
class | instances | share of cell area
clock buffers | 17 | 0.0267
clock inverters | 15 | 0.0114
inverters | 64 | 0.0151
multi-input cells | 1547 | 0.697
flip-flops and latches | 118 | 0.149
well taps | 378 | 0.0297
repair buffers | 121 | 0.0717
## how the worst max path moves through the flow
stage / slack (ns) / to / depth (start not counted)
5_1_grt: 3.42 / as2.exy[7]$_DFF_P_ / 53
4_1_cts: 4.26 / as2.exy[7]$_DFF_P_ / 53
6_report: 4.30 / as2.exy[7]$_DFF_P_ / 53
## power groups by stage
stage	clock network, mW	logic (mW)	registers, mW
CTS	0.388	0.951	0.399
finish	0.379	0.952	0.399
global route	0.403	1.06	0.407
## metrics by stage
stage,instances,util
2_1_floorplan,1818,-
3_3_place_gp,2228,0.551
3_5_place_dp,2228,0.551
4_1_cts,2260,0.573
5_1_grt,2260,0.573
6_report,2260,0.573
## Yosys cell counts (43+ instances only)
library cell	n	area share
sky130_fd_sc_hd__nor3_1	51	0.018
sky130_fd_sc_hd__mux2i_1	108	0.077
sky130_fd_sc_hd__dfxtp_1	118	0.17
sky130_fd_sc_hd__a21oi_1	108	0.038
sky130_fd_sc_hd__clkbuf_1	43	0.011
sky130_fd_sc_hd__nand2_1	205	0.055
sky130_fd_sc_hd__ha_1	61	0.054
sky130_fd_sc_hd__xnor2_1	79	0.049
sky130_fd_sc_hd__nor2_1	137	0.036
sky130_fd_sc_hd__mux2_2	59	0.047
sky130_fd_sc_hd__o21ai_0	112	0.040
sky130_fd_sc_hd__nand3_1	55	0.020
sky130_fd_sc_hd__inv_1	61	0.016
## cells by family after synthesis
group | share of synthesized area
muxes | 0.132
AOI/OAI and AO/OA | 0.239
other | 0.000266
xor gates and xnor gates | 0.104
buffers and inverters | 0.0487
adders and majority gates | 0.0598
and+or+nand+nor | 0.249
DFF | 0.167
## state kept, by name (all words and copies together) (netlist names)
signal / count
as.ex: 8
as.mx: 23
as.my: 24
as1.ex2: 8
as1.out: 24
as2.exy: 8
as2.mxy: 23
Power figures rest on the tool's default switching activity, not on a simulated workload.
